==> ./design.v <==
`timescale 1ns / 1ps
module differentiator #(parameter word_size = 8)
						( output [word_size - 1 : 0] data_out,
						  input  [word_size - 1 : 0] data_in,
						  input                      hold,
						  input                      clk,rst_n
							);
	reg [word_size - 1 : 0] buffer;
	assign data_out = data_in - buffer;
	always @ (posedge clk) begin
		if(!rst_n)
			buffer <= 0;
		else if(hold)
			buffer <= buffer;
		else
			buffer <= data_in;
	end
endmodule
==> ./run.sh <==
#!/bin/bash
# OpenROAD 26Q1-2900-gdf79404cd8, Yosys 0.63+post, stock flow scripts
make -C /OpenROAD-flow-scripts/flow DESIGN_CONFIG=/design/flow/config.mk WORK_HOME=/design/flow/orfs finish
==> ./config.mk <==
export PLATFORM = sky130hd
export DESIGN_NAME = differentiator
export DESIGN_NICKNAME = differentiator
export VERILOG_FILES = /design/flow/design.v
export SDC_FILE = /design/flow/constraint.sdc
export NUM_CORES = 4
export LEC_CHECK = 1
export CORE_AREA = 10 10 82 82
export DIE_AREA = 0 0 92 92
==> ./constraint.sdc <==
current_design differentiator

set clk_period 2.8
set clk_io_pct 0.2

create_clock -name clk0 -period $clk_period [get_ports {clk}]

set non_clock_inputs [all_inputs -no_clocks]
set_input_delay [expr $clk_period * $clk_io_pct] -clock clk0 $non_clock_inputs
set_output_delay [expr $clk_period * $clk_io_pct] -clock clk0 [all_outputs]
==> impl_metrics.tcl <==
# metrics dict for downstream scripts
set metrics [dict create \
    post-layout-total-power_w 0.000427 \
    ctsLongestPathBuffers 2 \
    worstHoldPathCells 2 \
    critical_path.cell_chain "clkdlybuf4s15_1 -> inv_1 -> ha_2 -> inv_2 -> fa_2 -> a211oi_2 -> o21bai_1 -> a21oi_1 -> xnor2_1 -> buf_2" \
    vdd_ir_drop_max_mv 0.246 \
    totalWireLength_um 1500 \
    post_route_worst_setup_slack_ns 0.136 \
    place_worst_setup_slack_ns -0.571 \
    internal_reg_to_reg_setup_slack_ns 2.18 \
    post_synth_main_area_contributors "sky130_fd_sc_hd__dfxtp_1 26%, sky130_fd_sc_hd__ha_1 14%, sky130_fd_sc_hd__mux2i_1 13%" \
    intPower_w 0.000317 \
    first_pass_grt_wire_length_um 2640 \
    max_freq_mhz 375 \
    skew_ns 0 \
    grt_util_all_layers 0.0360 \
    yosys_warnings 1 \
    tightestPinTransition_ns 0.470 \
    avgViaCountPerCell 3.25 \
    htree_levels 1 \
    mi_logic_area_um2 492 \
    seqCellArea_um2 160 \
    layout.filler_cells 595 \
    grt-busiest-layer "met2" \
    numClockSinks 8 \
    timing.reg2reg.worst_path_depth 2 \
    reg_top3 "buffer x8" \
    synth-seq-cells 8 \
    cap_violations 0 \
    die.size.x_um 92 \
    route.vias.total 559 \
    io_buffer_count 18 \
    fp.dieArea_um2 8460 \
    post_synth_num_cell_types 23 \
    seq_power_share 0.291 \
    slowest_delay_ns 0.36 \
    syn_area_um2 627 \
    timing.hold.worst.class "flip-flop to flip-flop" \
    setup.worst_path.start_class "primary input" \
    finalClockPeriodUsage 0.952 \
    critPathKind "primary input to primary output" \
    m2_gr_usage 0.0629 \
    clock_insertion_delay_worst_skew_ns 0.22 \
    layoutNonFillerInstCount 172 \
    regToRegStartpoint "buffer[7]" \
    power.density_cell_area_nw_per_um2 396 \
    placed_area_um2 987 \
    finalSetupViolations 0 \
    post-route-drc-count 0 \
    layout.cells.most_common_list "14 x sky130_fd_sc_hd__buf_4, 8 x sky130_fd_sc_hd__inv_1, 8 x sky130_fd_sc_hd__mux2i_1, 8 x sky130_fd_sc_hd__nor2b_1, 8 x sky130_fd_sc_hd__dfxtp_1" \
    slew-limit-headroom 0.686 \
    hold_path_startpoint "buffer[6]" \
    detail-route-antenna-nets 0 \
    synth_cells 68 \
    worst-path-max-fanout 3 \
    share_of_cells_above_drive_strength_1 0.314 \
    detailedPlacementHpwl_um 1290 \
    die_height_um 92 \
    detailedRoute.firstPassIterationCount 1 \
    number_of_top_level_design_ports 19 \
    core_util_floorplan 0.124 \
    layout_top_cell "sky130_fd_sc_hd__buf_4" \
    first_iter_violations 0 \
    cellLeakagePower_nw 0.456 \
    yosysSeqAreaShare 0.255 \
    p_clk_frac 0.317 \
    cp.arrival_ns 2.10 \
    placementRows 26 \
    crit_path_end_kind "primary output" \
    gr-usage-met3 0.00577 \
    clock_tree_from_tritoncts "yes" \
    cts_root_buf "sky130_fd_sc_hd__clkbuf_8" \
    combinationalPowerShare 0.392 \
    grt_pass1_vias 598 \
    synth.top_cell.area_share 0.255 \
    worstHoldEndpoint "buffer[6]" \
    yosys.area.top_type "sky130_fd_sc_hd__dfxtp_1" \
    slew_viol_final 0 \
    clkSlewWorstSetupHoldPaths_ns 0.04 \
    warnings 25 \
    cts_inserted_buffers 3 \
    n_antenna_cell 0 \
    crit_required_ns 2.24 \
    outcome "completed" \
    postLayoutCellArea_um2 1080 \
    antenna_found_initial 0 \
    critPathSlowestCell "sky130_fd_sc_hd__fa_2" \
    rsz_0062_raised_after_global_routing "no" \
    flow.area_growth_from_synthesis_pct 72.1 \
    post-route-min-period_ns 2.66 \
    gp_congestion 0.732 \
    reg2reg_to "buffer[7]" \
    avgRoutedWirePerCell_um 8.73 \
    synth.yosys.chip_area_um2 627 \
    grt_max_degree 9 \
    hold_viol 0 \
    switching_share_of_power 0.257 \
    power.net_switching_w 0.000110 \
    yosys_cells 68 \
    gr-total-overflow 0 \
    synthesis.area_per_instance_um2 9.22 \
    global_route.usage.met1 0.0463 \
    place_inst 168 \
    largest_register_ffs 8 \
    top_register "buffer" \
    design.core.area_um2 5070 \
]
## power groups by stage
stage	combinational, W	sequential [W]	clock [W]
after CTS	0.000172	0.000125	0.000138
after global routing	0.000189	0.000126	0.000146
final	0.000167	0.000124	0.000135
## worst max-delay path by stage
| stage | from | end | slack [ns] | depth (start not counted) |
|---|---|---|---|---|
| after CTS | data_in[0] | data_out[6] | 0.04 | 11 |
| after global routing | data_in[5] | data_out[7] | 0.03 | 6 |
| final | data_in[0] | data_out[6] | 0.14 | 10 |
## layer usage
| metal | wire length (µm) | part of all wire | vias to the layer above |
|---|---|---|---|
| met5 | 0 | 0 | - |
| met3 | 49 | 0.033 | 2 |
| met1 | 710 | 0.47 | 244 |
| met4 | 10 | 0.0067 | 0 |
| li1 | - | - | 302 |
| met2 | 731 | 0.49 | 11 |
## worst max-delay path: cells and delay by family
family                     cells  cell delay [ns]
adders and majority gates      2             0.53
AOI/OAI and AO/OA              3             0.50
buffers and inverters          4             0.39
xor gates and xnor gates       1             0.13
## layout make-up
class                           instances  share of cell area
Tap cell                               70              0.0812
Multi-Input combinational cell         50               0.456
Inverter                                9              0.0313
Sequential cell                         8               0.148
Timing Repair Buffer                   32               0.245
Clock buffer                            3              0.0383
## stage by stage
stage / hold slack (ns) / utilization / TNS, ns
global route: 0.553 / 0.213 / 0
finish: 0.518 / 0.213 / 0
detailed placement: 0.510 / 0.195 / -2.25
floorplan: 0.486 / - / 0
global placement: 0.499 / 0.195 / -2.27
CTS: 0.523 / 0.212 / 0
## cell families (layout without fill, tap and decap cells)
family | after synthesis | in the layout | synth area share
XOR/XNOR | 6 | 6 | 0.0838
flip-flops | 8 | 8 | 0.255
AND/OR/NAND/NOR | 13 | 13 | 0.124
AND-OR/OR-AND | 15 | 15 | 0.176
adder cells (fa/ha/maj) | 8 | 8 | 0.172
multiplexers | 8 | 8 | 0.128
buffers and inverters | 10 | 44 | 0.0619
## Yosys cell counts
master / n
sky130_fd_sc_hd__inv_1: 9
sky130_fd_sc_hd__dfxtp_1: 8
sky130_fd_sc_hd__mux2i_1: 8
sky130_fd_sc_hd__nor2b_1: 8
sky130_fd_sc_hd__ha_1: 7
sky130_fd_sc_hd__xnor2_1: 5
sky130_fd_sc_hd__a21o_1: 3
sky130_fd_sc_hd__a21oi_1: 3
sky130_fd_sc_hd__a31oi_1: 2
sky130_fd_sc_hd__nor2_1: 2
sky130_fd_sc_hd__a211oi_1: 1
sky130_fd_sc_hd__a21o_2: 1
sky130_fd_sc_hd__a21oi_2: 1
sky130_fd_sc_hd__a311o_1: 1
sky130_fd_sc_hd__buf_2: 1
sky130_fd_sc_hd__fa_1: 1
sky130_fd_sc_hd__nand2b_1: 1
sky130_fd_sc_hd__o211ai_2: 1
sky130_fd_sc_hd__o21ai_0: 1
sky130_fd_sc_hd__o21bai_1: 1
sky130_fd_sc_hd__or2b_1: 1
sky130_fd_sc_hd__or3_1: 1
sky130_fd_sc_hd__xor2_1: 1
## what timing repair did
item                                    CTS  global route
pin swaps                                12             6
gates resized                            27             2
endpoints found under the setup margin    6             2
buffers inserted                          2             0
hold buffers                              0             0
Power and IR drop assume default switching activity.
